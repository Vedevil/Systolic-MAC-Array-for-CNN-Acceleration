<file path="./design.v">
module mac_pe #(
    parameter integer DATA_W = 8,
    parameter integer ACC_W  = 32,
    parameter integer SIGNED = 0
)(
    input  wire                     clk,
    input  wire                     rst_n,
    input  wire [DATA_W-1:0]        a,
    input  wire                     a_valid,
    output wire                     a_ready,
    input  wire [DATA_W-1:0]        b,
    input  wire                     b_valid,
    output wire                     b_ready,
    output reg  [DATA_W-1:0]        a_out,
    output reg                      a_out_valid,
    input  wire                     a_out_ready,
    output reg  [DATA_W-1:0]        b_out,
    output reg                      b_out_valid,
    input  wire                     b_out_ready,
    output reg  [ACC_W-1:0]         out,
    output reg                      out_valid,
    input  wire                     out_ready
);
    reg have_a, have_b;
    reg [DATA_W-1:0] a_reg;
    reg [DATA_W-1:0] b_reg;
    reg [ACC_W-1:0] acc_reg;
    assign a_ready = !have_a || (have_a && have_b && a_out_ready);
    assign b_ready = !have_b || (have_a && have_b && b_out_ready);
    wire signed [DATA_W-1:0] a_signed = (SIGNED) ? $signed(a_reg) : $signed({1'b0, a_reg[DATA_W-2:0]});
    wire signed [DATA_W-1:0] b_signed = (SIGNED) ? $signed(b_reg) : $signed({1'b0, b_reg[DATA_W-2:0]});
    wire signed [2*DATA_W-1:0] mul_result;
    assign mul_result = (SIGNED) ? (a_signed * b_signed) : ($signed($unsigned(a_reg) * $unsigned(b_reg)));
    wire signed [ACC_W-1:0] mul_ext = {{(ACC_W-2*DATA_W){mul_result[2*DATA_W-1]}}, mul_result};
    always @(posedge clk or negedge rst_n) begin
        if (!rst_n) begin
            have_a <= 1'b0;
            have_b <= 1'b0;
            a_reg  <= {DATA_W{1'b0}};
            b_reg  <= {DATA_W{1'b0}};
            acc_reg <= {ACC_W{1'b0}};
            a_out <= {DATA_W{1'b0}};
            a_out_valid <= 1'b0;
            b_out <= {DATA_W{1'b0}};
            b_out_valid <= 1'b0;
            out <= {ACC_W{1'b0}};
            out_valid <= 1'b0;
        end else begin
            if (a_valid && a_ready && !have_a) begin
                a_reg  <= a;
                have_a <= 1'b1;
            end
            if (b_valid && b_ready && !have_b) begin
                b_reg  <= b;
                have_b <= 1'b1;
            end
            if (have_a && have_b && a_out_ready && b_out_ready) begin
                acc_reg <= acc_reg + mul_ext;
                a_out <= a_reg;
                a_out_valid <= 1'b1;
                b_out <= b_reg;
                b_out_valid <= 1'b1;
                have_a <= 1'b0;
                have_b <= 1'b0;
                if (!out_valid || out_ready) begin
                    out <= acc_reg + mul_ext;
                    out_valid <= 1'b1;
                end
            end
            if (a_out_valid && a_out_ready) begin
                a_out_valid <= 1'b0;
            end
            if (b_out_valid && b_out_ready) begin
                b_out_valid <= 1'b0;
            end
            if (out_valid && out_ready) begin
                out_valid <= 1'b0;
            end
        end
    end
endmodule
module systolic_top #(
    parameter integer DATA_W = 8,
    parameter integer ACC_W  = 32,
    parameter integer M = 4,  
    parameter integer N = 4,  
    parameter integer SIGNED = 0
)(
    input  wire                     clk,
    input  wire                     rst_n,
    input  wire [DATA_W-1:0]        a_in,
    input  wire                     a_in_valid,
    output wire                     a_in_ready,
    input  wire [DATA_W-1:0]        b_in,
    input  wire                     b_in_valid,
    output wire                     b_in_ready
);
    wire [ACC_W-1:0] out_matrix [0:(M*N)-1];
    wire             out_valid [0:(M*N)-1];
    wire             out_ready [0:(M*N)-1];
    genvar idx;
    generate
        for (idx = 0; idx < M*N; idx = idx + 1) begin : tie_out_ready
            assign out_ready[idx] = 1'b1;
        end
    endgenerate
    wire [DATA_W-1:0] a_horz [0:M-1][0:N];
    wire              a_horz_valid [0:M-1][0:N];
    wire              a_horz_ready [0:M-1][0:N];
    wire [DATA_W-1:0] b_vert [0:M][0:N-1];
    wire              b_vert_valid [0:M][0:N-1];
    wire              b_vert_ready [0:M][0:N-1];
    genvar i, j;
    generate
        for (i = 0; i < M; i = i + 1) begin : connect_a_input
            assign a_horz[i][0] = a_in;
            assign a_horz_valid[i][0] = a_in_valid;
        end
    endgenerate
    generate
        for (j = 0; j < N; j = j + 1) begin : connect_b_input
            assign b_vert[0][j] = b_in;
            assign b_vert_valid[0][j] = b_in_valid;
        end
    endgenerate
    wire [M-1:0] a_ready_col0;
    generate
        for (i = 0; i < M; i = i + 1) begin : collect_a_ready
            assign a_ready_col0[i] = a_horz_ready[i][0];
        end
    endgenerate
    assign a_in_ready = &a_ready_col0;
    wire [N-1:0] b_ready_row0;
    generate
        for (j = 0; j < N; j = j + 1) begin : collect_b_ready
            assign b_ready_row0[j] = b_vert_ready[0][j];
        end
    endgenerate
    assign b_in_ready = &b_ready_row0;
    generate
        for (i = 0; i < M; i = i + 1) begin : row
            for (j = 0; j < N; j = j + 1) begin : col
                mac_pe #(
                    .DATA_W(DATA_W),
                    .ACC_W(ACC_W),
                    .SIGNED(SIGNED)
                ) pe_inst (
                    .clk(clk),
                    .rst_n(rst_n),
                    .a(a_horz[i][j]),
                    .a_valid(a_horz_valid[i][j]),
                    .a_ready(a_horz_ready[i][j]),
                    .a_out(a_horz[i][j+1]),
                    .a_out_valid(a_horz_valid[i][j+1]),
                    .a_out_ready(a_horz_ready[i][j+1]),
                    .b(b_vert[i][j]),
                    .b_valid(b_vert_valid[i][j]),
                    .b_ready(b_vert_ready[i][j]),
                    .b_out(b_vert[i+1][j]),
                    .b_out_valid(b_vert_valid[i+1][j]),
                    .b_out_ready(b_vert_ready[i+1][j]),
                    .out(out_matrix[i*N + j]),
                    .out_valid(out_valid[i*N + j]),
                    .out_ready(out_ready[i*N + j])
                );
            end
        end
    endgenerate
    generate
        for (i = 0; i < M; i = i + 1) begin : tie_right_edge
            assign a_horz_ready[i][N] = 1'b1;
        end
    endgenerate
    generate
        for (j = 0; j < N; j = j + 1) begin : tie_bottom_edge
            assign b_vert_ready[M][j] = 1'b1;
        end
    endgenerate
endmodule
</file>
<file path="./constraint.sdc">
current_design systolic_top

set clk_period 1.8
set clk_io_pct 0.2

create_clock -name clk0 -period $clk_period [get_ports {clk}]

set non_clock_inputs [all_inputs -no_clocks]
set_input_delay [expr $clk_period * $clk_io_pct] -clock clk0 $non_clock_inputs
set_output_delay [expr $clk_period * $clk_io_pct] -clock clk0 [all_outputs]
</file>
<file path="./run.sh">
#!/bin/bash
# OpenROAD 26Q1-2900-gdf79404cd8, Yosys 0.63+post, stock flow scripts
make -C /OpenROAD-flow-scripts/flow DESIGN_CONFIG=/design/flow/config.mk WORK_HOME=/design/flow/orfs finish
</file>
<file path="./config.mk">
export PLATFORM = sky130hd
export DESIGN_NAME = systolic_top
export DESIGN_NICKNAME = systolic_top
export VERILOG_FILES = /design/flow/design.v
export SDC_FILE = /design/flow/constraint.sdc
export NUM_CORES = 4
export LEC_CHECK = 1
export CORE_UTILIZATION = 40
</file>
==> results.json <==
{
  "status": "finished with violations",
  "violations": "setup timing",
  "dp.cells": 361,
  "stdcell_count": 381,
  "io_pins": 22,
  "fin_ws_ns": -0.2335,
  "seq_area_frac_synth_pct": 57.26,
  "clock-root-buffer": "clkbuf_8",
  "grt_pass1_wl_mm": 8.894,
  "synth_area_um2": 2447,
  "relSlewSlack_pct": 69.83,
  "maxSlewViolCount": 0,
  "crit_chain": "nand2_2 -> o22ai_2 -> or4_4 -> nor3_4 -> buf_2",
  "post_drt_wl_per_cell_um": 13.60,
  "switching_share_pct": 36.09,
  "num_vias": 1931,
  "final_hold_viol_count": 0,
  "ys_top_cells_by_area": "dfrtp_1 57%, o21a_1 6.7%, mux2i_1 5.3%, o21ai_0 4.1%, nand2_1 3.4%",
  "ys_types": 32,
  "synth-main-ff-cell": "dfrtp_1",
  "dr.pass1.iters": 4,
  "num_rows": 28,
  "leakagePower_uw": 0.001538,
  "synth-edff-count": 0,
  "grtUsageTotal_pct": 18.62,
  "max_freq_mhz": 491.8,
  "drv_cap": 0,
  "fp.dieW_um": 80.22,
  "core_area_um2": 5921,
  "clk_latency_ns": 0.31,
  "avgSynthCellArea_um2": 10.83,
  "viasPerCell": 5.068,
  "cts_buffers": 5,
  "worstMarginPinSlew_ns": 0.4526,
  "comb_power_share_pct": 51.4,
  "finalWirelength_mm": 5.181,
  "log.warning_count": 43,
  "synthCells": 226,
  "cts_tree": "built",
  "portBuffers": 5,
  "grt_pass1_vias": 1909,
  "die_h_um": 80.22,
  "clock-sinks": 56,
  "fin_crit_ns": 2.033,
  "final_cell_area_um2": 3323,
  "ys_warn_count": 2,
  "fp_util_pct": 41.34,
  "setup_viol": 2,
  "p_int_uw": 4056,
  "pwr_density_cell_nw_per_um2": 1910,
  "drt_iter0_drc": 91,
  "drcViolationCount": 0,
  "timing.final.crit_share_pct": 113.0,
  "cp_max_fo": 3,
  "drtAntennaViolNets": 0,
  "area_delta_synth_final_pct": 35.79,
  "place_ws_ns": -0.3128,
  "synth-cells-yosys": 226,
  "clockBufferDepth": 2,
  "cp_slowest_cell": "or4_4",
  "netlist_top_cells_count": "56 x dfrtp_1, 22 x nand2_1, 22 x o21a_1",
  "drive_above_1_share_pct": 31.70,
  "seq_power_share_pct": 34.9,
  "rsz0062_at_grt": "true",
  "place_hpwl_mm": 3.805,
  "netlist.area_leader.share_pct": 57.26,
  "hold_class": "flop to flop",
  "clock-skew-final_ns": 0.01378,
  "path_clk_slew_ns": 0.10,
  "synthArstFlopShare_pct": 100.0,
  "grt_max_degree": 28,
  "yosysChipArea_um2": 2447,
  "gp_congestion": 0.8510,
  "yosys_register_bits": 56,
  "path_class": "flop to output pin",
  "fillCellCount": 508,
  "p_sw_uw": 2291,
  "ir_worst_vdd_mv": 0.8316,
  "yosys.area.top_type": "dfrtp_1",
  "crit_path_end_kind": "output pin",
  "die-area_um2": 6435,
  "h-tree-depth": 2,
  "critPathRequiredTime_ns": 1.44,
  "start_kind": "flop",
  "crit_path_max_incr_delay_ns": 0.54,
  "antenna_found_initial": 0,
  "dpl_cell_area_um2": 3012,
  "grt-ovfl-total": 0,
  "synth.most_common_cell": "dfrtp_1",
  "clockPowerShare_pct": 13.7,
  "crit_arrival_ns": 1.67,
  "antenna-diode-count": 0
}
==> placed cells by master (no fill, tap or decap), types with 5 or more instances in the layout <==
cell type / instances
clkbuf_8: 6
nand2_1: 18
o21a_1: 22
nand3_1: 7
mux2i_1: 13
nor2b_1: 6
dfrtp_1: 56
buf_4: 62
o221ai_1: 7
inv_1: 17
a31oi_1: 5
o21ai_0: 19
nand4_1: 7
nand2b_1: 6
==> power by group through the flow <==
stage / clock network, µW / logic, µW / registers (µW)
final: 868 / 3260 / 2220
after global routing: 936 / 3610 / 2290
after CTS: 882 / 3140 / 2210
==> what timing repair did <==
item                                   CTS  global route
buffers inserted                         9             2
hold buffers                             1             0
endpoints found under the hold margin   16             0
pin swaps                                9             5
resized                                 24             8
setup endpoints to repair                2             2
==> state kept, by name, summed over array words and instances (netlist names) <==
signal and count:
row.col.pe_inst.a_out_valid 12, row.col.pe_inst.b_out_valid 12, row.col.pe_inst.have_a 16, row.col.pe_inst.have_b 16
==> metrics by stage <==
step / setup TNS (ns) / hold WS (ns) / utilization [%] / total power, µW
3_3_place_gp: -0.5827 / 0.3376 / 50.87 / 5031
6_report: -0.3997 / 0.4796 / 56.13 / 6347
3_5_place_dp: -0.5492 / 0.3343 / 50.87 / 5070
4_1_cts: -0.4773 / 0.4861 / 55.11 / 6232
5_1_grt: -0.5386 / 0.4975 / 56.13 / 6838
2_1_floorplan: 0 / 0.06441 / - / 3689
==> final timing paths <==
kind                       slack (ns)                                       endpoint                                     startpoint  cells after the start
setup / recovery                -0.23                                     b_in_ready       row[0].col[2].pe_inst.have_b$_DFFE_PN0P_                      5
hold / removal                   0.48  row[0].col[0].pe_inst.a_out_valid$_DFFE_PN0P_  row[0].col[0].pe_inst.a_out_valid$_DFFE_PN0P_                      1
setup reg to reg                 0.29  row[1].col[0].pe_inst.a_out_valid$_DFFE_PN0P_       row[1].col[3].pe_inst.have_b$_DFFE_PN0P_                      6
hold reg to reg                  0.48  row[0].col[0].pe_inst.a_out_valid$_DFFE_PN0P_  row[0].col[0].pe_inst.a_out_valid$_DFFE_PN0P_                      1
max in group asynchronous        0.72       row[1].col[1].pe_inst.have_a$_DFFE_PN0P_                                          rst_n                      3
min in group asynchronous        0.53       row[2].col[3].pe_inst.have_b$_DFFE_PN0P_                                          rst_n                      2
==> critical path: cells and delay by family, from the launching register on <==
family	cells	cell delay (ns)
and+or+nand+nor	3	0.77
buffers and inverters	1	0.11
AOI/OAI and AO/OA	1	0.06
DFF	1	0.42
==> cell families (layout without fill, tap and decap cells) <==
| group | Yosys count | after routing | synth area share [%] |
|---|---|---|---|
| simple gates | 62 | 62 | 13.45 |
| compound gates | 75 | 75 | 20.91 |
| mux | 13 | 13 | 5.317 |
| buf+inv | 20 | 100 | 3.067 |
| flops | 56 | 56 | 57.26 |
==> cell type report <==
cell class                      count  area, µm²  share of cell area [%]
Tap cell                           75      93.84                   2.824
Multi-Input combinational cell    150       1067                   32.12
Clock inverter                      2      38.79                   1.167
Sequential cell                    56       1401                   42.17
Inverter                           20      75.07                   2.259
Clock buffer                        6      82.58                   2.485
Timing Repair Buffer               72      564.3                   16.98
==> per-layer routing <==
metal | vias to the layer above | global-route usage (%) | part of all wire [%]
li1 | 976 | - | -
met1 | 929 | 30.70 | 52
met2 | 19 | 28.21 | 45
met3 | 7 | 2.999 | 2.6
met4 | 0 | 1.607 | 0.95
met5 | - | 0 | 0
No activity file was given, so power comes from the tool's default toggle rates.
